==> flow/design.v <==
`timescale 1ns / 1ps
module divFreq(	input clk,  
				input [28:0] max_cont,  
				output reg newCLK  
				);
initial begin
    newCLK = 0;
end
reg [28:0] contador = 0;
always @(posedge clk) begin
	contador = contador + 1'b1;
	if(contador == max_cont) begin
		contador = 0;
		newCLK = !newCLK;
	end
end
endmodule
`timescale 1ns / 1ps
module ultrasonido( input clk,  
                    input init,
                    output reg [8:0] distance,
                    output reg done,
                    input echo,
                    output reg trig
                    );
wire clk_1MHz;  
reg [14:0] counter = 0;
reg echoStart = 0;
reg [1:0] status = 0;  
parameter Start = 0, Pulse = 'd1, Echo = 'd2;  
always @ (posedge clk_1MHz) begin
    case(status)
        Start:  begin
                    if(init) begin
                        done = 0;
                        counter = 0;
                        distance = 0;
                        status = Pulse;
                    end
                end
        Pulse:  begin
                    trig = 1'b1;
                    counter = counter + 1'b1;
                    if(counter == 'd11) begin
                        trig = 0;
                        counter = 0;
                        status = Echo;
                    end
                end
        Echo:   begin
                    if(echo) begin
                        echoStart = 1;
                        counter = counter + 1'b1;
                    end
                    if(echo == 0 && echoStart == 1) begin
                        if(counter == 0) status = Pulse;
                        else begin
                            distance = counter/'d58;
                            status = Start;
                            done = 1;
                        end
                    end
                end
    endcase 
end
divFreq freq1(clk, 'd50, clk_1MHz);
endmodule
==> flow/run.sh <==
#!/bin/bash
# OpenROAD 26Q1-2900-gdf79404cd8, Yosys 0.63+post, stock flow scripts
make -C /OpenROAD-flow-scripts/flow DESIGN_CONFIG=/design/flow/config.mk WORK_HOME=/design/flow/orfs finish
==> flow/config.mk <==
export PLATFORM = sky130hd
export DESIGN_NAME = ultrasonido
export DESIGN_NICKNAME = ultrasonido
export VERILOG_FILES = /design/flow/design.v
export SDC_FILE = /design/flow/constraint.sdc
export NUM_CORES = 4
export LEC_CHECK = 1
export CORE_UTILIZATION = 30
==> flow/constraint.sdc <==
current_design ultrasonido

set clk_period 6.7
set clk_io_pct 0.2

create_clock -name clk0 -period $clk_period [get_ports {clk}]

set non_clock_inputs [all_inputs -no_clocks]
set_input_delay [expr $clk_period * $clk_io_pct] -clock clk0 $non_clock_inputs
set_output_delay [expr $clk_period * $clk_io_pct] -clock clk0 [all_outputs]
==> results.toml <==
# synthesis and place-and-route metrics
[timing]
period_minus_slack_ns = 2.959
fmax_ghz = 0.3379
finalSetupViolations = 0
hold_viol = 0
relSlewSlack_pct = 36.24
rsz0062_at_grt = "no"
tightest_slew_ns = 0.9495
untimed_endpoints = 69
slew_violations = 0
setup_ws_ns = 3.741
tns_ns = 0
unclocked_regs = 29
finalClockSkew_ns = 0.002327
period_used_pct = 44.17

[cells_and_area]
area.growth.synth_to_final_pct = 7.144
nFillCells = 1912
finish.utilization_pct = 32.90
stdcell_count = 914
drive_above_1_share_pct = 9.853

[power]
p_switching_uw = 73.61
p_per_area_nw_per_um2 = 65.40
peakVddDrop_uv = 191.0
p_leak_nw = 2.110
power_frac_comb_pct = 1.6
clkPwrFrac_pct = 53.7
total_power_uw = 402.5
p_seq_share_pct = 44.8
intPower_uw = 328.9
switching_share_pct = 18.29

[placed_design]
hpwlAfterDp_mm = 10.11
port_buffers = 13
place_inst = 906
preCtsSetupSlack_ns = 3.754
routabilityCongestion = 0.8729

[yosys]
yosys_cells = 687
ys_seq_share_pct = 25.79
synth.avg_cell_area_um2 = 8.361
yosysWarnings = 2
synth_chip_area_um2 = 5744
synthesis.area_um2 = 5744
edf_count = 30
synth-async-reset-ratio_pct = 0
synth_cells = 687
synth_cell_type_count = 92
ff_type = "edfxtp_1"
ys_ff = 59

[cts]
cts_resized = 0
cts_root_buf = "clkbuf_16"
cts_setup_buffers = 0
cts_max_path_buffers = 2
ctsHoldBuffers = 0
numCtsBuffers = 5
htree_levels = 2
clkTransAtPathRegs_ns = 0.05
cts_tree = "yes"
clk_latency_ns = 0.27

[drt]
avgViaCountPerCell = 5.551
drc = 0
vias = 5074
wire_per_inst_um = 14.50
diodes = 0
drt_iter0_drc = 289
ant_nets = 0
routed_wl_mm = 13.26
drtPass1Iterations = 5

[worst_setup_path]
critPathCaptureType = "flop"
critPathMostFrequentCell = "nor2_1"
ff2ff_setup_slack_ns = 3.74
worst_ep_required_time_ns = 6.66
start_kind = "flop"
path_buffers = 0
crit_family = "simple AND/OR/NAND/NOR gates"
worstPathArrival_ns = 2.92
slowest_delay_ns = 0.55
critical_path_class = "reg2reg"
path_max_fanout = 5
path_cells = "ha_1, and3_1, nand3_1, nor2_1, nand2_1, nor2_1, xor2_1, or4_1, nor3_1, and3b_1"
slowest_stage = "or4_1"

[global_route]
grt_pass1_vias = 4525
grt_max_degree = 30
antenna_found_initial = 0
grt_pass1_wl_mm = 22.43
grtUsageTotal_pct = 13.88
grt_overflow = 0

[status]
status = "finished clean"

[die]
coreArea_um2 = 18710
fp_util_pct = 30.71
die_y_um = 140.4
chip_area_um2 = 19710
fp.dieW_um = 140.4
rows = 50
pin_count = 14

[job]
warnings = 31
cap_violations = 0

[worst_hold_path]
holdCritPathClass = "reg2reg"
layout by cell type (no fill, tap or decap), types with 9 or more instances in the layout:
master / Yosys / final
and2_1: 16 / 16
xor2_1: 27 / 27
xnor2_1: 40 / 40
nor2b_1: 9 / 9
dfxtp_1: 29 / 29
nor2_1: 75 / 75
o22ai_1: 12 / 12
nor3_1: 28 / 28
nand4_1: 14 / 14
inv_1: 11 / 11
a21oi_1: 22 / 22
nand2_1: 58 / 58
ha_1: 11 / 11
o21ai_0: 19 / 19
nand3_1: 29 / 29
clkdlybuf4s50_1: 0 / 13
a31oi_1: 13 / 13
edfxtp_1: 30 / 30
nor4_1: 10 / 10
o31ai_1: 9 / 9
and3_1: 17 / 17
cell type report:
type / count / area (um2) / share of cell area (%)
clock buffer: 7 / 142.6 / 2.318
clock inverter: 1 / 5.005 / 0.08132
inverter: 13 / 48.80 / 0.7928
multi-input combinational: 579 / 3994 / 64.89
sequential: 59 / 1481 / 24.07
tap: 234 / 292.8 / 4.757
timing repair buffer: 21 / 190.2 / 3.090
synthesized netlist by cell type, types with 5 or more instances:
cell      count  area share (%)
nor3_1       28             2.4
dfxtp_1      29              10
a21oi_1      22             1.9
clkbuf_1     14            0.91
nand4_1      14             1.5
a31oi_1      13             1.4
ha_1         11             2.4
nand2b_1      5            0.54
inv_1        11            0.72
a311oi_1      5            0.76
xnor2_1      40             6.1
and2_1       16             1.7
nor2b_1       9            0.98
or4_1         6            0.78
nand3_1      29             2.5
o22ai_1      12             1.3
nor2_1       75             4.9
nand2_1      58             3.8
a22oi_1       7            0.91
or3_1         8            0.87
o21a_1        7            0.91
a21o_1        5            0.65
and3_1       17             1.9
xor2_1       27             4.1
buf_2         8            0.70
a211oi_1      7            0.91
buf_4         8             1.0
nor4_1       10             1.1
o31ai_1       9             1.2
edfxtp_1     30              16
buf_6         6             1.2
o21ai_0      19             1.7
mux2i_1       5            0.87
sequential cells by signal, summed over array words and instances (netlist names):
| name | flops |
|---|---|
| trig | 1 |
| freq1.contador | 29 |
| distance | 9 |
| status | 2 |
| done | 1 |
| echoStart | 1 |
| counter | 15 |
| freq1.newCLK | 1 |
kinds of logic (layout without fill, tap and decap cells):
family / count (synthesis) / after routing / synth area share (%)
flops: 59 / 59 / 25.79
simple gates: 308 / 308 / 29.08
xor+xnor: 74 / 74 / 12.20
fa+ha+maj: 11 / 11 / 2.396
compound gates: 176 / 176 / 23.89
mux: 10 / 10 / 1.960
buf+inv: 49 / 42 / 4.683
path summary, 6_finish.rpt:
check                startpoint            endpoint  cells past startpoint
max           freq1.contador[0]        freq1.newCLK                     10
min          freq1.contador[28]  freq1.contador[28]                      1
max reg2reg   freq1.contador[0]        freq1.newCLK                     10
min reg2reg  freq1.contador[28]  freq1.contador[28]                      1
power by group through the flow:
stage / combinational (mW) / sequential (mW) / clock [mW]
after CTS: 0.00656 / 0.180 / 0.221
after global routing: 0.00715 / 0.180 / 0.228
final: 0.00636 / 0.180 / 0.216
layer usage:
layer,wire length [um],global-route usage [%]
met3,352,0.6618
met4,85,1.215
met5,0,0
met1,6789,22.15
met2,6028,21.79
per-stage QoR:
step,hold slack (ns),area (um2)
after detailed placement,0.4447,6007
after global placement,0.4398,6007
after floorplan,0.4250,5744
after global routing,0.4721,6155
after CTS,0.4513,6155
final,0.4518,6155
Power is estimated from default activity; no workload was simulated.
