--- ./design.v ---
`timescale 1ns / 1ps
module servomotor(  input clk,  
                    input [1:0] posicion,
                    output reg servo 
                    );
reg [20:0] contador = 0;
always@(posedge clk)begin
	contador = contador + 1;
	if(contador == 'd1_000_000) begin
	    contador = 0;
	end
	case(posicion)
        2'b00:  servo = (contador < 'd150_000) ? 1:0;
        2'b01:  servo = (contador < 'd250_000) ? 1:0;
        2'b10:  servo = (contador < 'd50_000) ? 1:0;
        default:servo = (contador < 'd150_000) ? 1:0;
    endcase
end
endmodule
--- ./run.sh ---
#!/bin/bash
# OpenROAD 26Q1-2900-gdf79404cd8, Yosys 0.63+post, stock flow scripts
make -C /OpenROAD-flow-scripts/flow DESIGN_CONFIG=/design/flow/config.mk WORK_HOME=/design/flow/orfs finish
--- ./config.mk ---
export PLATFORM = sky130hd
export DESIGN_NAME = servomotor
export DESIGN_NICKNAME = servomotor
export VERILOG_FILES = /design/flow/design.v
export SDC_FILE = /design/flow/constraint.sdc
export NUM_CORES = 4
export LEC_CHECK = 1
export CORE_AREA = 10 10 108 108
export DIE_AREA = 0 0 118 118
--- ./constraint.sdc ---
current_design servomotor

set clk_period 6.2
set clk_io_pct 0.2

create_clock -name clk0 -period $clk_period [get_ports {clk}]

set non_clock_inputs [all_inputs -no_clocks]
set_input_delay [expr $clk_period * $clk_io_pct] -clock clk0 $non_clock_inputs
set_output_delay [expr $clk_period * $clk_io_pct] -clock clk0 [all_outputs]
==> out/metrics.yaml <==
global_routing:
  grt_max_degree: 15
  grt_overflow: 0
  grt_pass1_vias: 1218
  grt_first_pass_wirelength_um: 5880
  antenna_found_initial: 0
  grt_usage: 0.0481
placement:
  routabilityCongestion: 0.926
  dp_hpwl_um: 2640
  place.port_buffers: 3
critical_path:
  worstPathCellList: "ha_1 > nand3_1 > or2_1 > nor4_1 > o22ai_1 > nor4_4 > o21ai_0 > a211oi_1 > o32a_1"
  arrival_ps: 3730
  crit_type: "flop to flop"
  slowest_stage: "nor4_4"
  cp_data_required_time_ps: 6410
  startpoint: "contador[0]$_SDFF_PP0_"
  startpoint_type: "flop"
  timing.rr.start: "contador[0]$_SDFF_PP0_"
  critical_path_peak_fanout: 14
  max_stage_delay_ps: 660
  rrSetupSlack_ps: 2680
  end_kind: "flop"
logic_synthesis:
  synth_area_sq_mm: 0.00160
  postSynthCellCount: 200
  ys_cells: 200
  synthTopCellsByArea: "dfxtp_1, xnor2_1, nor2_1, xor2_1, nand3_1"
  synthTopCellsByCount: "dfxtp_1, nor2_1, nand2_1"
  edf_count: 0
  synth-main-ff-cell: "dfxtp_1"
  avgSynthCellArea_sq_um: 7.98
  ys_ff: 22
  ys_warn_count: 1
  postSynth.asyncResetShare: 0
  synth_top_area_share: 0.276
  ys_types: 54
  synth_area_leader_cell: "dfxtp_1"
  ys_seq_share: 0.276
  synth.most_common_cell: "dfxtp_1"
  ys_area_sq_mm: 0.00160
detailed_routing:
  post_drt_wl_per_cell_um: 10.9
  vias: 1402
  drtAntennaViolNets: 0
  drtIter0Drc: 180
  wirelength_um: 3540
  antennaDiodeCount: 0
  drc: 0
  via_per_inst: 4.33
  dr.pass1.iters: 4
final_timing:
  final_hold_viol_count: 0
  finalClockPeriodUsage: 0.567
  timing.fmax_mhz: 284
  setup_viol: 0
  min_period_ps: 3520
  tightest_slew_ps: 737
  rsz0062_at_grt: "no"
  holdWs_ps: 508
  relSlewSlack: 0.505
  fin_tns_setup_ps: 0
  clock_skew_ps: 2.27
  slew_violations: 0
floorplan:
  rows: 35
  die-area_sq_mm: 0.0139
  initial_core_util: 0.172
  core_area_sq_mm: 0.00928
  die_x_um: 118
  ios: 4
  die_y_um: 118
cells_and_area:
  layout-drive-gt1-share: 0.0872
  areaGrowthSynthToFinish_pct: 11.3
min_path:
  min_from: "contador[0]$_SDFF_PP0_"
  hold_class: "flop to flop"
flow_run:
  warning_count: 26
  maxCapViolations: 0
clocking:
  clk_latency_ps: 260
  post_cts_buffers: 0
  clockBufferDepth: 2
  cts_resized: 0
  cts_tree: "yes"
  h-tree-depth: 1
  cts_sinks: 22
  cts_buffers: 3
  root_buffer: "clkbuf_8"
  postCtsHoldBufs: 0
  clk_pin_slew_ps: 80
power_and_ir_drop:
  vdd_drop_max_v: 0.000101
  power.density_mw_per_mm2: 140
  leakagePower_nw: 0.554
run_status:
  status: "finished clean"
critical path: cells and delay by family, from the launching register on:
family	cells	cell delay, ps
adder cells (fa/ha/maj)	1	480
flip-flops	1	430
AND/OR/NAND/NOR	4	1710
AND-OR/OR-AND	4	850
cells in the final DEF, fill, tap and decap left out, drive strengths merged, types with 3 or more instances in the layout:
| cell type | netlist | layout |
|---|---|---|
| nand2 | 15 | 15 |
| a211oi | 3 | 3 |
| nand2b | 4 | 4 |
| nor4 | 9 | 9 |
| nand4 | 10 | 10 |
| nor3 | 6 | 6 |
| xnor2 | 14 | 14 |
| o211ai | 4 | 4 |
| nand3 | 13 | 13 |
| nor2 | 21 | 21 |
| ha | 3 | 3 |
| clkbuf | 3 | 4 |
| dfxtp | 22 | 22 |
| clkdlybuf4s50 | 0 | 3 |
| xor2 | 8 | 8 |
| inv | 10 | 10 |
| and3 | 5 | 5 |
| o21ai | 8 | 8 |
where the power goes:
part | internal, mW | switching, mW | leakage (nW)
Clock | 0.0566 | 0.0462 | 0.0288
Sequential | 0.142 | 0.000149 | 0.177
Combinational | 0.00343 | 0.00134 | 0.348
Total | 0.202 | 0.0477 | 0.554
cell type report:
cell class	count	area [sq um]
Fill cell	1046	7510
Sequential cell	22	440
Timing Repair Buffer	3	30.0
Multi-Input combinational cell	156	1050
Clock buffer	4	55.1
Tap cell	129	161
Inverter	10	37.5
registers in the layout, indices dropped and copies added (netlist names):
name / flops
servo: 1
contador: 21
kinds of logic after synthesis:
kind of cell,synth area share
simple gates,0.331
flops,0.276
xor+xnor,0.121
mux,0.0266
fa+ha+maj,0.0235
compound gates,0.158
buf+inv,0.0650
metrics by stage:
stage                     worst slack [ps]  area (sq um)  std cells  power, mW   util
after floorplan                       3620          1600        200      0.147      -
after global placement                2980          1720        320      0.150  0.185
after detailed placement              2840          1720        320      0.150  0.185
after CTS                             2770          1780        324      0.252  0.191
after global routing                  2390          1780        324      0.259  0.191
final                                 2680          1780        324      0.250  0.191
worst paths after layout:
kind | to | cells after the start
hold / removal | contador[0]$_SDFF_PP0_ | 1
setup reg to reg | servo$_DFF_P_ | 9
setup / recovery | servo$_DFF_P_ | 9
hold reg to reg | contador[0]$_SDFF_PP0_ | 1
layer usage:
| layer | vias up | share of wire | routed length, um | track usage |
|---|---|---|---|---|
| li1 | 714 | - | - | - |
| met2 | 37 | 0.42 | 1480 | 0.0699 |
| met3 | 4 | 0.064 | 226 | 0.00875 |
| met1 | 647 | 0.51 | 1800 | 0.0748 |
| met5 | - | 0 | 0 | 0 |
| met4 | 0 | 0.0088 | 31 | 0.00309 |
Power is estimated from default activity; no workload was simulated.
